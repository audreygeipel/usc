File: run.sh
#!/bin/bash
# OpenROAD 26Q1-2900-gdf79404cd8, Yosys 0.63+post, stock flow scripts
make -C /OpenROAD-flow-scripts/flow DESIGN_CONFIG=/design/flow/config.mk WORK_HOME=/design/flow/orfs finish
File: config.mk
export PLATFORM = sky130hd
export DESIGN_NAME = largest_num_divisible_by_7
export DESIGN_NICKNAME = largest_num_divisible_by_7
export VERILOG_FILES = /design/flow/design.v
export SDC_FILE = /design/flow/constraint.sdc
export NUM_CORES = 4
export LEC_CHECK = 1
export CORE_AREA = 10 10 91 91
export DIE_AREA = 0 0 101 101
File: constraint.sdc
current_design largest_num_divisible_by_7

set clk_period 3.1
set clk_io_pct 0.2

create_clock -name clk0 -period $clk_period [get_ports {Clk}]

set non_clock_inputs [all_inputs -no_clocks]
set_input_delay [expr $clk_period * $clk_io_pct] -clock clk0 $non_clock_inputs
set_output_delay [expr $clk_period * $clk_io_pct] -clock clk0 [all_outputs]
File: design.v
`timescale 1 ns / 100 ps
module largest_num_divisible_by_7 (Max, Start, Ack, Clk, Reset, 
  Qi, Ql, Qdiv, Qdf, Qdnf);
input Start, Ack, Clk, Reset;
output [7:0] Max;
output Qi, Ql, Qdiv, Qdf, Qdnf;
reg [7:0] M [0:15]; 
reg [7:0] X;
reg [4:0] state;
reg [7:0] Max;
reg [3:0] I;
localparam 
INI = 	5'b00001,  
  LD_X = 	5'b00010,  
  DIV = 	5'b00100,  
    D_F = 	5'b01000,  
    D_NF = 	5'b10000 ; 
  assign {Qdnf, Qdf, Qdiv, Ql, Qi} = state;
  always @(posedge Clk, posedge Reset) 
  begin  : CU_n_DU
    if (Reset)
    begin
      state <= INI;
      I <= 4'bXXXX;
      Max <= 8'bXXXXXXXX;
      X <= 8'bXXXXXXXX;	    
    end
    else
    begin
      (* full_case, parallel_case *)
      case (state)
        INI	: 
        begin
          if (Start)
            state <= LD_X;
          Max <= 0;
          I <= 0;
        end
        LD_X	:   
        begin
          if (M[I] <= Max) 
            state <= DIV;
          else
          begin 
            if (I != 15)
              state <= LD_X;
            else
            begin
              if (Max == 0)
                state <= D_NF;
              else
                state <= D_F;
          end
        end
        X <= M[I];
        if (M[I] <= Max)
          I <= I + 1;
      end
      DIV :   
      begin
        if (X > 7)
          state <= DIV;
        else
        begin
          if (I != 15)
            state <= LD_X;
          else 
          begin
            if (X == 7)
              state <= D_NF;
            else
              state <= D_F;
          end
        end 
        X <= X - 7;
        if (X == 7)
          Max <= M[I];
        if (X <= 7)
          I = I + 1;
      end
      D_F	:
      begin  
      if (Ack)
        state <= INI;
    end    
    D_NF	:
    begin  
    if (Ack)
      state <= INI;
  end    
endcase
    end 
  end 
  endmodule  
==> results_tabular.tex <==
% Auto-generated results table
\begin{tabular}{lr}
\hline
Metric & Value \\
\hline
\multicolumn{2}{l}{\textbf{Logic synthesis}} \\
Post-synthesis cell area & between 1000 and 1500 µm² \\
Top cells by area & sky130\_fd\_sc\_hd\_\_dfrtp\_1 (39\%), sky130\_fd\_sc\_hd\_\_xnor2\_1 (6.9\%), sky130\_fd\_sc\_hd\_\_buf\_4 (5.9\%) \\
Count of yosys warnings during synthesis & 1 \\
Share of the yosys chip area belonging to registers & 41.7\% \\
Register bit count reported by yosys & 17 \\
Number of standard cells reported by yosys & around 100 \\
Syn\_area\_per\_cell & 10.2 µm² \\
Proportion of synthesized flip-flops having asynchronous set or reset & 100\% \\
Yosys Chip Area & 1020 µm² \\
Most instantiated flip-flop cell in the synthesis netlist & sky130\_fd\_sc\_hd\_\_dfrtp\_1 \\
Dominant cell area share & between 30\% and 40\% \\
Unique masters post-synth & 38 \\
Cells after synthesis & about 100 \\
Post-synth top area cell & sky130\_fd\_sc\_hd\_\_dfrtp\_1 \\
Post-synth EDFFs & 0 \\
\multicolumn{2}{l}{\textbf{Drt}} \\
Total vias in the final route & 720 \\
First-pass iteration count of the detailed router & 3 \\
DRC violation count after routing & 0 \\
Routed Wire Length & 2030 µm \\
WL/cell & 11.1 µm \\
Number of antenna repair diodes & 0 \\
Number of vias per cell after detailed routing & slightly below 4 \\
Final antenna-violating net count & 0 \\
Initial detailed-routing violation count & 13 \\
\multicolumn{2}{l}{\textbf{Critical path}} \\
Buffers and inverters on the worst path & 1 \\
Worst-path cell with the longest stage delay & sky130\_fd\_sc\_hd\_\_dfstp\_2 \\
Startpoint kind of the worst setup timing path & register \\
Cell family with the largest share of critical-path delay & flip-flops \\
Cells traversed along the worst timing path & clkdlybuf4s50\_1 \\
Worst EP arrival & 1.41 ns \\
Data required time at the worst endpoint & 2.48 ns \\
Largest fanout on the critical path & 10 \\
Setup crit end kind & output pin \\
Category of the most critical setup path & reg -> out \\
Worst stage delay on the critical path & 0.64 ns \\
\multicolumn{2}{l}{\textbf{Timing}} \\
Relative max-transition margin & 46.9\% \\
Setup TNS & 0 ns \\
Unrepaired setup endpoints after global routing & false \\
FMAX & 0.494 GHz \\
Largest clock skew in the final design & 0.00537 ns \\
Number of hold-slack violations in the final timing report & 0 \\
Period Utilization, post-route & 65.4\% \\
Final slew viol count & 0 \\
Final setup violation count & 0 \\
Clock period minus worst slack & 2.03 ns \\
Slew at the pin closest to its max-slew limit & 0.790 ns \\
Smallest hold slack & 0.497 ns \\
\multicolumn{2}{l}{\textbf{Power}} \\
Sequential power share & 43.7\% \\
Part of the power in combinational logic & 36.6\% \\
Total leakage power & approximately 0.47 nW \\
Proportion of power drawn by the clock network & 19.7\% \\
Switching power summed over all nets & 0.299 mW \\
Peak supply drop & 0.000230 V \\
Switching power as a share of total power & 35.9\% \\
Pwr Density & around 700 nW/µm² \\
Internal power of the cells & 0.534 mW \\
\multicolumn{2}{l}{\textbf{Die}} \\
Vertical die size & just over 100 µm \\
Std-Cell Rows & 29 \\
Area enclosed by the die boundary & 10200 µm² \\
Number of top-level design ports & 17 \\
Placeable core region & 6350 µm² \\
Effective utilization at floorplan & 16.1\% \\
Floorplan die width & approximately 100 µm \\
\multicolumn{2}{l}{\textbf{Clocking}} \\
CTS sink count & 17 \\
Clock slew at reported path FFs & 0.07 ns \\
Number of post-CTS setup repair buffers & 0 \\
Root buffer cell & sky130\_fd\_sc\_hd\_\_clkbuf\_8 \\
Maximum clock insertion buffer count & 2 \\
H-tree lvl count & 1 \\
Hold-fix buffers at CTS & 0 \\
CTS buffer count & 3 \\
Clock network latency to the later pin of the worst-skew pair & 0.25 ns \\
Number of gates given a new drive strength after cts & 0 \\
Clock tree from TritonCTS & done \\
\multicolumn{2}{l}{\textbf{Global routing}} \\
Total track usage & 4.07\% \\
Maximum number of pins on one net before global-route repair & 18 \\
Via count of the first global-routing pass & 736 \\
First-pass GRT wire length & 3500 µm \\
Overflow left after global routing & 0 \\
Number of antenna violations at the first check in global routing & 0 \\
\multicolumn{2}{l}{\textbf{Finish}} \\
Area growth from synthesis to final layout & 16.2\% \\
Share of post-route cells with drive strength above 1 & 14.2\% \\
\multicolumn{2}{l}{\textbf{Run status}} \\
Result of the run & finished, final reports clean \\
\multicolumn{2}{l}{\textbf{Placed design}} \\
Total of buffers placed on input and output ports & 8 \\
Dpl hpwl & about 1500 µm \\
Weighted congestion reported at the end of routability-driven placement & 0.813 \\
\multicolumn{2}{l}{\textbf{Run}} \\
Number of violations of the max-capacitance limit & 0 \\
Tally of OpenROAD warnings & 25 \\
\multicolumn{2}{l}{\textbf{Worst hold path}} \\
Hold Path Class & reg -> reg \\
\hline
\end{tabular}
registers in the layout, summed over array words and instances (netlist names):
signal  count
I           4
state       5
X           8
through the flow:
step                cells  instance area [µm²]  total power, mW  util (%)  worst slack (ns)
floorplan             107                 1050            0.608         -              1.24
global placement      179                 1140            0.674      18.0              1.13
detailed placement    179                 1140            0.673      18.0              1.12
CTS                   183                 1190            0.846      18.7              1.05
global route          183                 1190            0.895      18.7              1.01
finish                183                 1190            0.833      18.7              1.07
worst paths after layout:
check	from	to	slack, ns	cells after the start
hold reg to reg	X[4]$_DFFE_PP0P_	X[4]$_DFFE_PP0P_	0.50	1
setup reg to reg	state[2]$_DFFE_PP0P_	state[4]$_DFFE_PP0P_	1.11	4
hold / removal	X[4]$_DFFE_PP0P_	X[4]$_DFFE_PP0P_	0.50	1
min in group asynchronous	Reset	X[0]$_DFFE_PP0P_	0.77	2
max in group asynchronous	Reset	I[2]$_DFFE_PP0P_	1.90	2
setup / recovery	state[0]$_DFFE_PP1P_	Qi	1.07	1
metal layers:
| metal | GRT usage (%) | routed length, µm | part of all wire (%) |
|---|---|---|---|
| met1 | 5.40 | 976 | 48 |
| met5 | 0 | 0 | 0 |
| met3 | 1.39 | 117 | 5.8 |
| met4 | 0.536 | 0 | 0 |
| met2 | 6.44 | 938 | 46 |
worst register-to-register path: stages, from the launching register on:
cell,delay [ns]
sky130_fd_sc_hd__dfrtp_1,0.52
sky130_fd_sc_hd__or4b_2,0.80
sky130_fd_sc_hd__a21oi_1,0.18
sky130_fd_sc_hd__o31ai_1,0.13
sky130_fd_sc_hd__a22o_1,0.26
power groups by stage:
stage	combinational, mW	sequential [mW]	clock (mW)
global route	0.339	0.377	0.179
CTS	0.309	0.365	0.171
finish	0.305	0.364	0.164
area by class of cell:
class	count	area [µm²]
clock buffer	3	41.3
inverter	3	11.3
clock inverter	1	5.00
fill	694	5160
timing repair buffer	8	80.1
multi-input combinational	74	527
tap	77	96.3
sequential	17	427
kinds of logic after synthesis:
| kind of cell | count (synthesis) | synth area share [%] |
|---|---|---|
| XOR/XNOR | 10 | 8.57 |
| buffers and inverters | 16 | 9.30 |
| AND/OR/NAND/NOR | 34 | 21.3 |
| multiplexers | 2 | 2.08 |
| adder cells (fa/ha/maj) | 2 | 2.45 |
| other | 1 | 0.367 |
| flip-flops | 17 | 41.7 |
| AND-OR/OR-AND | 18 | 14.2 |
cells in the mapped netlist, drive strengths merged, types with 3 or more instances:
| cell type | instances |
|---|---|
| or3 | 3 |
| xnor2 | 8 |
| nor3 | 3 |
| nor2 | 5 |
| a21oi | 5 |
| nor4b | 3 |
| nand3 | 3 |
| or4 | 3 |
| dfrtp | 16 |
| inv | 3 |
| buf | 12 |
| nand2 | 4 |
| o31ai | 3 |
cells in the final DEF, fill, tap and decap left out, types with 3 or more instances in the layout:
master                            Yosys  routed
sky130_fd_sc_hd__inv_1                3       3
sky130_fd_sc_hd__nor2_1               5       5
sky130_fd_sc_hd__clkdlybuf4s50_1      0       8
sky130_fd_sc_hd__nor4b_1              3       3
sky130_fd_sc_hd__nand3_1              3       3
sky130_fd_sc_hd__o31ai_1              3       3
sky130_fd_sc_hd__dfrtp_1             16      16
sky130_fd_sc_hd__a21oi_1              5       5
sky130_fd_sc_hd__conb_1               1       8
sky130_fd_sc_hd__clkbuf_8             0       3
sky130_fd_sc_hd__or4_1                3       3
sky130_fd_sc_hd__nand2_1              4       4
sky130_fd_sc_hd__xnor2_1              8       8
sky130_fd_sc_hd__nor3_1               3       3
Power is estimated from default activity; no workload was simulated.
