**/design/flow/run.sh**
```bash
#!/bin/bash
# OpenROAD 26Q1-2900-gdf79404cd8, Yosys 0.63+post, stock flow scripts
make -C /OpenROAD-flow-scripts/flow DESIGN_CONFIG=/design/flow/config.mk WORK_HOME=/design/flow/orfs finish
```
**/design/flow/design.v**
```verilog
`timescale 1 ns / 100 ps
module make_A_close_to_B (Ain, Bin, Start, Ack, Clk, Reset, 
				Flag, Qi, Qc, Qd, A);
input [11:0] Ain, Bin;
input Start, Ack, Clk, Reset;
output Flag;   
output Qi, Qc, Qd;
output [11:0] A;
reg [11:0] A, B;
reg [2:0] state;
reg Flag;
localparam
INI	= 3'b001,
ADJ	= 3'b010,
DONE = 3'b100;
assign {Qd, Qc, Qi} = state;
always @(posedge Clk, posedge Reset) 
  begin  : CU_n_DU
    if (Reset)
       begin
          state <= INI;
	      A <= 12'bXXXXXXXXXXXX;         
	      B <= 12'bXXXXXXXXXXXX;	    
	    end
    else
       begin
         (* full_case, parallel_case *)
         case (state)
	        INI	: 
	          begin
		         if (Start)
		           state <= ADJ;
		           A <= Ain;
		           B <= Bin;
		           Flag <= 0;
	          end
	        ADJ	:   
	          begin
            if (A <= B && Flag)
              state <= DONE;
            else
              state <= ADJ;
				    if (!Flag)
              A <= A + 100;
            if (A > B)
              begin
                Flag <= 1;
                A <= A - 10;
              end
 	          end
	        DONE	:
	          begin  
		         if (Ack)
		           state <= INI;
		       end    
      endcase
    end 
  end
endmodule  
```
**/design/flow/constraint.sdc**
```tcl
current_design make_A_close_to_B

set clk_period 6.1
set clk_io_pct 0.2

create_clock -name clk0 -period $clk_period [get_ports {Clk}]

set non_clock_inputs [all_inputs -no_clocks]
set_input_delay [expr $clk_period * $clk_io_pct] -clock clk0 $non_clock_inputs
set_output_delay [expr $clk_period * $clk_io_pct] -clock clk0 [all_outputs]
```
**/design/flow/config.mk**
```make
export PLATFORM = sky130hd
export DESIGN_NAME = make_A_close_to_B
export DESIGN_NICKNAME = make_A_close_to_B
export VERILOG_FILES = /design/flow/design.v
export SDC_FILE = /design/flow/constraint.sdc
export NUM_CORES = 4
export LEC_CHECK = 1
export CORE_UTILIZATION = 40
```
==> results.txt <==
Quick summary of the implementation run below.

The flow ran to the end, and the final reports show no timing, DRC or antenna violations. For the worst reg-to-reg path, the endpoint reported by OpenROAD is A[11]$_DFFE_PP0P_. The final clock skew came out at 0.002521 ns.

The OpenROAD warning count came out at 26. The area of the multi-input gates came out at 1092 µm². The critical path is of the reg2reg type.

The timing report gives the clock slew at the launch and capture registers of the worst setup and hold paths as 0.09 ns. The number of cells traversed by the worst register-to-register path is 7. The hold buffer count at CTS is 0. The maximum buffer depth of the clock tree is 2.

TritonCTS built the clock tree. The overall die height came out at 71.09 µm. The die extent in x is 71.09 µm. The final design area excluding fillers came out at 2447 µm².

The final weighted congestion in routability-driven placement came out at 0.8368. The power density over the cells came out at 440.5 nW/µm². Per the final timing report, the hold violations number 0. The number of maximum-capacitance violations recorded for the run is 0. The share of the clock period used by the worst path is 0.4219. Entering global routing, the biggest net connects 32 pins. Per the hold report, the tightest min-delay path originates at B[0]$_DFFE_PP0N_.

Per the detail_route report, vias per standard cell equal 5.319. The type recorded for the worst min-delay path is reg2reg. The worst setup path is launched from a flip-flop. Setup repair after global routing left no endpoint under its margin. Post-synthesis, Yosys gives the total cell area as 1909 µm². The detailed placement HPWL came out at 3351 µm. The mapped netlist covers 1909 µm².

The endpoint type of the worst setup path is a flip-flop. For the worst setup path, the data required time is 6.26 ns. The wire length of the first global-routing pass came out at 7728 µm. In this run the critical path is formed by ha_1 -> nand4_1 -> nor3_4 -> a31o_1 -> nand4_1 -> and4_4 -> or3_1.

The number of antenna violations at the first check in global routing came out at 0. For this configuration, the core starts out at a cell density of 0.4267. The post-synthesis area per instance is 8.839 µm². Synthesis instantiated 53 different standard cells from the library. The post-synth count of flops with an enable pin is 1. The number of buffers inserted during clock tree synthesis is 3. The aggregate global routing overflow came out at 0. The number of routed nets with antenna violations is 0. The insertion delay to the later sink of the worst-skew pair came out at 0.27 ns. The number of design-rule violations left by the first detailed-router iteration came out at 52.

After floorplanning, the core was sized to cover 4474 µm². The area after detailed placement is 2392 µm². Ranking logic cells in the layout by count gives the top entries 43 x clkdlybuf4s50_1, 31 x nand2_1, 26 x dfrtp_1, 20 x inv_1, 20 x a21oi_1. The timing report shows that the slowest cell on the worst path is dfrtp_1. IR analysis of the VDD net gives a maximum drop of 0.0002136 V. The worst path arrival time came out at 2.73 ns.

Total global-route track usage over all layers is 0.1982. The register-to-register setup slack came out at 3.53 ns. The actual slew at the worst max-slew pin is 0.5087 ns. The delay contributed by the slowest stage of the critical path came out at 0.48 ns. The floorplan report gives the top-level pin count as 44.

The total length of routed wires is 4518 µm. The reg-to-reg startpoint is A[7]$_DFFE_PP0P_. Of all nets on the critical path, the largest fanout is 9. TritonRoute output was used to compute an average wire per cell of 14.57 µm.

The total DRC errors in the routed layout is 0. The shortest clock period the worst path allows after layout is 2.573 ns. After synthesis, the design contains 216 cells according to Yosys. The number of fill cells in the layout came out at 426. The count of standard-cell rows is 24. The relative slew slack came out at 0.6605. The number of cells on the worst hold path came out at 2.

Counting the warning lines in the Yosys log gives 1. The number of sinks on the clock net came out at 28. In this build the clock could be raised as far as 0.3886 GHz. The number of pins with negative max-slew slack in the final report came out at 0. For this block, the via count after detailed routing is 1649. The sequential standard cell area is 706.9 µm². The number of cells upsized or downsized after cts is 0. The area added between synthesis and finish is 28.18%. The number of I/O port buffers is 43.

The total antenna diodes in the routed design came out at 0. Synthesis produced 216 cells. Hold analysis lists the worst path endpoint as B[0]$_DFFE_PP0N_. The length of the first detailed-routing pass in iterations came out at 13.

Post-synth the commonest register cell is dfrtp_1. The cell leakage power came out at 1.038 nW. The tree is rooted in a clkbuf_8. The number of setup violations in the final report came out at 0. The total negative slack came out at 0 ns. The register area share after synthesis came out at 0.3702. Per the final layout report, the fraction of cells sized above drive strength 1 comes to 0.08140. In the synthesized netlist the async set-or-reset flop fraction comes to 0.9643. The synthesis stat section lists a flop and latch total of 28. The number of global-route vias before repair was 1554. The library cell used most frequently in the layout, excluding fill and tap cells, is clkdlybuf4s50_1. The number of levels the H-tree was split into came out at 1. The full die area came out at 5054 µm². The most frequent cell on the critical path is nand4_1. The number of buffers inserted to repair setup after CTS is 0.
[kinds of logic (layout without fill, tap and decap cells)]
logic type / Yosys count / in the layout / synth area share
AOI/OAI and AO/OA: 69 / 69 / 0.2300
xor gates and xnor gates: 1 / 1 / 0.004588
adders and majority gates: 15 / 15 / 0.09830
buffers and inverters: 28 / 70 / 0.06028
DFF: 28 / 28 / 0.3703
muxes: 5 / 5 / 0.02883
and+or+nand+nor: 70 / 70 / 0.2077
[layout make-up]
class	instances	area share
Clock buffer	4	0.02249
Tap cell	52	0.02658
Inverter	20	0.03067
Multi-Input combinational cell	160	0.4463
Sequential cell	28	0.2889
Timing Repair Buffer	46	0.1851
[metrics by stage]
step	setup WS [ns]	total power [mW]	util	hold slack (ns)	cells
floorplan	3.817	0.7824	-	0.4497	216
global placement	3.554	0.9694	0.5347	0.4727	306
detailed placement	3.527	0.9661	0.5347	0.4741	306
CTS	3.524	1.088	0.5470	0.4990	310
global route	3.358	1.189	0.5470	0.5521	310
finish	3.527	1.078	0.5470	0.4944	310
[synthesized netlist by cell type (all sizes together), types with 3 or more instances]
library cell   n  area [µm²]
nand2b         3       21.27
a2bb2oi        6       52.55
nor3           5       41.29
nor2           6       25.03
a21oi         21       108.9
nand4          4       31.28
nor2b          4       32.53
inv           20       75.07
ha            15       187.7
buf            4       25.02
a211oi         3       22.52
o21ai         19       95.09
mux2i          4       40.04
nand3          3       15.01
clkbuf         4       15.01
nand2         31       116.4
a22oi          3       22.52
a31oi          3       33.78
o22ai          7       43.79
dfrtp         26       650.6
[sequential cells by signal, summed over array words and instances, names as in the netlist]
signal	flops
A	12
B	12
state	3
Flag	1
[report_power, final]
group	internal [mW]	switching [mW]	leakage, nW	total [mW]
sequential	0.263	0.0838	0.330	0.347
clock	0.0577	0.0557	0.0288	0.113
combinational	0.314	0.304	0.679	0.618
[critical path: cells and delay by family (launching register included)]
kind            cells  cell delay (ns)
compound gates      1             0.36
fa+ha+maj           1             0.36
flops               1             0.48
simple gates        5             1.25
[how the worst max path moves through the flow]
stage / endpoint / cells after the start / startpoint / slack [ns]
CTS: Qi / 1 / state[0]$_DFFE_PP1P_ / 3.52
global route: A[11]$_DFFE_PP0P_ / 7 / A[7]$_DFFE_PP0P_ / 3.36
finish: A[11]$_DFFE_PP0P_ / 7 / A[7]$_DFFE_PP0P_ / 3.53
[metal layers]
layer  GRT usage  vias up  share of wire
li1            -      866              -
met1      0.3408      745           0.53
met2      0.2778       38           0.42
met3     0.03324        0          0.050
met4     0.01778        0              0
met5           0        -              0
Power figures rest on the tool's default switching activity, not on a simulated workload.
